## config.mk

```make
export PLATFORM = sky130hd
export DESIGN_NAME = uart_receiver_twm
export DESIGN_NICKNAME = uart_receiver_twm
export VERILOG_FILES = /design/flow/design.v
export SDC_FILE = /design/flow/constraint.sdc
export NUM_CORES = 4
export LEC_CHECK = 1
export CORE_AREA = 10 10 85 85
export DIE_AREA = 0 0 95 95
```

## constraint.sdc

```tcl
current_design uart_receiver_twm

set clk_period 2.2
set clk_io_pct 0.2

create_clock -name clk0 -period $clk_period [get_ports {clk}]

set non_clock_inputs [all_inputs -no_clocks]
set_input_delay [expr $clk_period * $clk_io_pct] -clock clk0 $non_clock_inputs
set_output_delay [expr $clk_period * $clk_io_pct] -clock clk0 [all_outputs]
```

## design.v

```verilog
module uart_receiver_twm #(
    parameter CLOCK_FREQ = 100_000_000,
    parameter BAUD_RATE = 115_200,
    parameter WIDTH = 8)
(
    input clk,
    input reset,
    output [WIDTH-1:0] data_out,
    output data_out_valid,
    input data_out_ready,
    input serial_in
);
    localparam SYMBOL_EDGE_TIME = CLOCK_FREQ / BAUD_RATE;
    localparam SAMPLE_TIME = SYMBOL_EDGE_TIME / 2;
    localparam CLOCK_COUNTER_WIDTH= $clog2(SYMBOL_EDGE_TIME);
    wire symbol_edge;
    wire sample;
    wire start;
    wire rx_running;
    reg [WIDTH + 1:0] bits_recieved;  
    reg [$clog2(WIDTH + 1):0] bit_counter;
    reg [CLOCK_COUNTER_WIDTH-1:0] clock_counter;
    reg received_word;
    assign symbol_edge = clock_counter == (SYMBOL_EDGE_TIME - 1);
    assign sample = clock_counter == SAMPLE_TIME;
    assign start = !serial_in && !rx_running;
    assign rx_running = bit_counter != 0;
    assign data_out = bits_recieved[WIDTH:1];
    assign data_out_valid = received_word && !rx_running;
    always @ (posedge clk) begin
        if (sample && rx_running) bits_recieved <= {serial_in, bits_recieved[WIDTH + 1:1]};
        clock_counter <= (start || reset || symbol_edge) ? 0 : clock_counter + 1;
        if (reset) begin
            bit_counter <= 0;
        end else if (start) begin
            bit_counter <= WIDTH + 2;
        end else if (symbol_edge && rx_running) begin
            bit_counter <= bit_counter - 1;
        end
        if (reset) received_word <= 1'b0;
        else if (bit_counter == 1 && symbol_edge) received_word <= 1'b1;
        else if (data_out_ready) received_word <= 1'b0;
    end
endmodule
```

## run.sh

```bash
#!/bin/bash
# OpenROAD 26Q1-2900-gdf79404cd8, Yosys 0.63+post, stock flow scripts
make -C /OpenROAD-flow-scripts/flow DESIGN_CONFIG=/design/flow/config.mk WORK_HOME=/design/flow/orfs finish
```

==> reports/results.ini <==
[status]
outcome = complete, no violations

[cells_and_area]
fin_area_um2 = 1370
syn2layout_area_growth_pct = 19.6
final_cells = 189
drive_gt1_share_pct = 15.4
fillers = 579

[floorplan]
fp_util_pct = 21.0
die_area_um2 = 9030
dieHeight_um = 95
placementRows = 27
ios = 13
fp.coreArea_um2 = 5470
die_x_um = 95

[timing]
tns_ps = 0
finalClockPeriodUsage_pct = 95.2
finClkSkew_ps = 3.55
hold_viol_final = 0
fmax_ghz = 0.477
tightest_slew_ps = 319
maxSlewHeadroom_pct = 78.7
rsz0062_at_grt = no
setup_viol = 0
drv_slew = 0
finalCriticalPeriod_ps = 2100

[routing]
vias = 733
drt-total-wl_um = 1870
viasPerCell = 3.88
wl_per_cell_um = 9.88
first_pass_iters = 4
first_iter_violations = 44
antenna_cells = 0
ant_nets = 0
drc = 0

[clock_network]
insertion_delay_ps = 260
cts-buffers-inserted = 3
clockBufferDepth = 2
root_buffer = clkbuf_8
tritoncts = built
cts.sinks = 25
clk_pin_slew_ps = 80
cts_htree_levels = 1
cts_hold_buf = 0

[placement]
port_buffers = 12
hpwlAfterDp_um = 1360
routabilityCongestion = 0.808
dpl-instance-area_um2 = 1290
dp.cells = 184

[setup_path]
crit_chain = inv_2, ha_4, nor4b_4, and2_1, clkdlybuf4s50_1
critPathMaxFanout = 3
worstSetupPathType = register to output pin
critPathBufInv = 2
endpoint_kind = output pin
worst_r2r_startpoint = clock_counter[0]
cp_data_required_time_ps = 1760
critical-path-max-stage-delay_ps = 450
r2r_end = bit_counter[4]
r2r_slack_ps = 510
arrival_ps = 1660
critPathLaunchType = register
crit_family = buffers and inverters
critPathSlowestCell = clkdlybuf4s50_1
worstRegToRegCells = 5

[global_route]
grtUsageTotal_pct = 4.05
grt_pass1_vias = 651
grt_max_degree = 15
grt_antenna_before_repair = 0
grt_pass1_wl_um = 3040
grt.overflow.total = 0

[min_path]
holdPathStages = 0
hold_class = register to register
hp-start = bits_recieved[9]
holdPathEnd = bits_recieved[8]

[run]
cap_violations = 0
openroad.warnings = 28

[logic_synthesis]
synthTopCellsByArea = dfxtp_1 28%, edfxtp_1 24%, ha_1 5.5%, buf_4 5.2%, nor2_1 4.6%
synthCells = 109
synthArstFlopShare_pct = 0
edf_count = 9
yosys_warnings = 1
ys.flop_type = dfxtp_1
yosys-stat-cells = 109
postSynthSeqShare_pct = 51.5
top_area_share_pct = 27.9
yosysChipArea_um2 = 1150
netlist_area_um2 = 1150
ys.flops = 25
syn_area_per_cell_um2 = 10.5
yosysUniqueCellTypes = 35
yosysTopAreaCell = dfxtp_1

[power]
p_int_mw = 0.641
power.total_mw = 0.821
power.density_nw_per_um2 = 598
switching_power_mw = 0.179
p_sw_share_pct = 21.8
peakVddDrop_v = 0.000196
power_leakage_nw = 0.478
power_frac_seq_pct = 60.1
combPwrFrac_pct = 7.7
p_clk_share_pct = 32.3

==> sequential cells by signal, summed over array words and instances, names as in the netlist <==
name / count
bit_counter: 5
bits_recieved: 9
clock_counter: 10
received_word: 1
==> Yosys cell counts, types with 3 or more instances <==
cell type and count:
dfxtp_1 16, a21oi_1 3, ha_1 5, inv_1 4, xnor2_1 4, edfxtp_1 9, xor2_1 5, nor3_1 3
nand3_1 4, nor2_1 14, buf_4 8, nand2_1 7
==> worst register-to-register path: cells and delay by family, from the launching register on <==
family	cells	cell delay [ps]
compound gates	1	90
flops	1	380
fa+ha+maj	1	220
simple gates	3	940
==> how the worst max path moves through the flow <==
stage / start / endpoint / slack [ps] / depth (start not counted)
4_1_cts: bit_counter[0] / data_out_valid / 20 / 5
5_1_grt: bit_counter[1] / data_out_valid / 30 / 5
6_report: bit_counter[1] / data_out_valid / 100 / 5
==> area by class of cell <==
cell class,count,area [um^2],area share (%)
clock inverter,1,5.00,0.365
clock buffer,3,41.3,3.01
inverter,5,18.8,1.37
multi-input combinational,70,494,36.0
sequential,25,596,43.4
tap,72,90.1,6.56
timing repair buffer,13,128,9.30
==> timing repair <==
action | CTS | global route
pin swaps | 0 | 2
setup buffers | 0 | 1
gates resized | 2 | 7
setup endpoints to repair | 1 | 1
gates cloned | 0 | 0
==> routing by layer <==
layer	share of wire (%)	up-vias	wire, um	GRT usage, %
met3	6.4	2	120	1.12
met1	50	332	931	5.76
met5	0	-	0	0
met2	42	10	788	6.12
met4	1.5	0	28	0.748
li1	-	389	-	-
==> per-stage QoR <==
stage	hold WS [ps]	setup WS, ps	utilization, %
after CTS	432	24.5	24.6
after floorplan	400	553	-
after global placement	406	194	23.5
after global routing	460	27.7	25.1
after detailed placement	411	170	23.5
final	428	105	25.1
==> power by group through the flow <==
stage / sequential (mW) / clock, mW / combinational, mW
finish: 0.493 / 0.265 / 0.0628
global route: 0.495 / 0.297 / 0.0706
CTS: 0.494 / 0.277 / 0.0607
==> cells in the final DEF, fill, tap and decap left out, types with 3 or more instances in the layout <==
cell type        count
nor2_1              14
dfxtp_1             14
clkdlybuf4s50_1     12
edfxtp_1             9
nand2_1              7
xor2_1               5
nand3_1              4
xnor2_1              4
ha_1                 4
inv_2                3
a21oi_1              3
nor3_1               3
clkbuf_8             3
==> kinds of logic after synthesis <==
logic type,synth area share [%]
fa+ha+maj,5.45
flops,51.5
xor+xnor,6.87
buf+inv,7.85
simple gates,23.4
compound gates,4.91
Power and IR drop assume default switching activity.
