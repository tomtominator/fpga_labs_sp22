### ./run.sh
#!/bin/bash
# OpenROAD 26Q1-2900-gdf79404cd8, Yosys 0.63+post, stock flow scripts
make -C /OpenROAD-flow-scripts/flow DESIGN_CONFIG=/design/flow/config.mk WORK_HOME=/design/flow/orfs finish
### ./config.mk
export PLATFORM = sky130hd
export DESIGN_NAME = structural_adder
export DESIGN_NICKNAME = structural_adder
export VERILOG_FILES = /design/flow/design.v
export SDC_FILE = /design/flow/constraint.sdc
export NUM_CORES = 4
export LEC_CHECK = 1
export CORE_AREA = 10 10 71 71
export DIE_AREA = 0 0 81 81
### ./constraint.sdc
current_design structural_adder

set clk_period 16.3
set clk_io_pct 0.2

create_clock -name clk0 -period $clk_period

set non_clock_inputs [all_inputs -no_clocks]
set_input_delay [expr $clk_period * $clk_io_pct] -clock clk0 $non_clock_inputs
set_output_delay [expr $clk_period * $clk_io_pct] -clock clk0 [all_outputs]
### ./design.v
`timescale 1ns / 1ps
module full_adder(
    input a,
    input b,
    input carry_in,
    output sum,
    output carry_out
    );
  assign sum   = a ^ b ^ carry_in;
  assign carry_out = ((a ^ b) & carry_in) | (a & b);
endmodule
`timescale 1ns / 1ps
module structural_adder #(parameter W=14)(
    input [W-1:0] a,  
    input [W-1:0] b,  
    output [W:0] sum  
    );
    wire [W:0] intermediate_carry;
    assign intermediate_carry[0] = 0;
    assign sum[W] = intermediate_carry[W];
    genvar i;
    generate
        for (i = 0; i < W; i = i + 1) 
        begin : make_FAs    
           full_adder gen_FA(.a(a[i]), 
                            .b(b[i]), 
                            .carry_in(intermediate_carry[i]), 
                            .sum(sum[i]), 
                            .carry_out(intermediate_carry[i+1]));
        end
    endgenerate
endmodule
==> qor_table.md <==
| Quantity | Value |
|:---|:---|
| Number of max-capacitance violations reported | 0 |
| Die extent in x | 81 um |
| Final TNS setup | 0 ps |
| LEAKAGE | 0.000299 uW |
| Port buffer count | 43 |
| Wire length of the first global-routing pass | 1850 um |
| Maximum fanout along the worst path | 1 |
| Worst vdd rail ir drop | 12.6 uV |
| Adder-cell share of the synthesized area | 67.5% |
| I/O pin count | 43 |
| Number of distinct library cells after synthesis | 4 |
| Core area | 0.00363 sq mm |
| Chip area estimate from yosys synthesis | 404 sq um |
| Met3 track demand over resource in global routing | 4.34% |
| Hold bufs inserted after CTS | 0 |
| Endpoint arrival time on the critical path | 9500 ps |
| First-pass iteration count of the detailed router | 1 |
| Result of the run | finished clean |
| Cell area after synthesis | 404 sq um |
| Area delta synth->final | 93.5% |
| Simple-gate portion of the synthesized area | 0% |
| Count of cells resized by post-cts repair | 0 |
| Total detailed-routing wirelength | 1310 um |
| Number of sequential cells | 0 |
| Number of antenna violations at the first check in global routing | 0 |
| Largest family of logic cells by area | adder cells |
| Total antenna diodes in the routed design | 0 |
| XOR-XNOR Cells, Area Fraction | 0% |
| Total via count after detailed routing | 325 |
| Final Cycle Share | 78.3% |
| Most Crowded Layer GR | met1 |
| Yosys synthesis warning count | 0 |
| Cell count in the Yosys report | 34 |
| Total gr overflow | 0 |
| Slew of the pin with the lowest slew margin | 106 ps |
| Final setup violation count | 0 |
| Mean Syn Cell Area | 11.9 sq um |
| Remaining DRCs | 0 |
| Count of clock-net buffers in the final layout | 0 |
| Average detailed-routed wire length per instance | 11.9 um |
| Via count of the first global-routing pass | 366 |
| Vias per cell | 2.95 |
| Overall track demand over capacity in global routing | 3.65% |
| Fraction of final layout cells sized beyond drive strength 1 | 0% |
| Die area | 0.00656 sq mm |
| Worst rel slew slack | 92.9% |
| Number of slew-limit violations in the final report | 0 |
| Endpoints failing hold | 0 |
| Post-DP HPWL | 1280 um |
| MUX share of area | 0% |
| Kind of end point of the critical path | output port |
| Pin count of the biggest net entering global routing | 2 |
| Fill cell total of the finished layout | 396 |
| DR iter-0 viols | 0 |
| Power Dens Cells | 35.0 mW/mm^2 |
| Synthesized instance count | 34 |
| Fmax | 78.4 MHz |
| Die height | 81 um |
| Flip-flop and latch area | 0 sq um |
| Type of the tightest min-delay check | primary input to output port |
| Tally of nets with antenna violations remaining after routing | 0 |
| Part of the Yosys area used for sequential elements | 0% |
| Type of origin of the critical path | primary input |
| Final min period | 12760 ps |
| Final Core Density | 21.5% |
| Required time of the critical path | 13040 ps |
| Pre-placement core utilization | 11.1% |
| Aoi/oai-family share of the synthesized area | 0% |
| Rows | 22 |
| Last weighted congestion value of the routability-driven placer | 0.835 |
| Met2 track demand over resource in global routing | 4.30% |
| Kind of critical path | primary input to output port |
| Setup repair after global routing missed its margin | false |
| Met1 layer usage reported by global route | 4.43% |
| Setup Fix Bufs, Post-CTS | 0 |
| Tool warnings | 32 |
-- per-layer routing --
| layer | share of wire, % | vias to the layer above |
|---|---|---|
| li1 | - | 139 |
| met1 | 39 | 145 |
| met2 | 28 | 41 |
| met3 | 33 | 0 |
| met4 | 0 | 0 |
| met5 | 0 | - |
-- cell usage in the layout (no fill, tap or decap) --
cell type / n
sky130_fd_sc_hd__ha_1: 1
sky130_fd_sc_hd__clkdlybuf4s50_1: 43
sky130_fd_sc_hd__fa_1: 13
sky130_fd_sc_hd__inv_1: 5
-- critical path, stage by stage --
cell and delay [ps]:
sky130_fd_sc_hd__clkdlybuf4s50_1 400, sky130_fd_sc_hd__ha_1 210, sky130_fd_sc_hd__fa_1 380, sky130_fd_sc_hd__fa_1 390, sky130_fd_sc_hd__fa_1 390, sky130_fd_sc_hd__fa_1 390
sky130_fd_sc_hd__fa_1 390, sky130_fd_sc_hd__fa_1 380, sky130_fd_sc_hd__fa_1 380, sky130_fd_sc_hd__fa_1 380, sky130_fd_sc_hd__fa_1 390, sky130_fd_sc_hd__fa_1 380
sky130_fd_sc_hd__fa_1 390, sky130_fd_sc_hd__fa_1 380, sky130_fd_sc_hd__inv_1 80, sky130_fd_sc_hd__fa_1 400, sky130_fd_sc_hd__inv_1 60, sky130_fd_sc_hd__clkdlybuf4s50_1 470
-- cells in the mapped netlist --
cell	instances	area, sq um
sky130_fd_sc_hd__inv_1	5	18.8
sky130_fd_sc_hd__fa_1	13	260
sky130_fd_sc_hd__ha_1	1	12.5
sky130_fd_sc_hd__buf_4	15	113
-- metrics by stage --
stage	instances	hold slack, ps	power (uW)	area (sq um)	setup WS, ps
after floorplan	34	6690	13.5	404	4480
after global placement	110	7550	28.0	782	3540
after detailed placement	110	7550	28.0	782	3500
after CTS	110	7560	28.3	782	3490
after global routing	110	7570	31.0	782	3290
final	110	7550	27.3	782	3540
-- cell type report --
| cell class | count | area [sq um] | share of cell area (%) |
|---|---|---|---|
| inverters | 5 | 18.8 | 2.40 |
| multi-input cells | 14 | 273 | 34.9 |
| well taps | 48 | 60.1 | 7.68 |
| repair buffers | 43 | 430 | 55.0 |
-- power breakdown --
group / leakage, uW / switching [uW] / internal (uW)
clock network: 0 / 0 / 0
registers: 0 / 0 / 0
logic: 0.000299 / 6.95 / 20.4
total: 0.000299 / 6.95 / 20.4
-- worst paths after layout --
path,endpoint,depth (start not counted),startpoint
worst min-delay path,sum[0],3,b[0]
worst max-delay path,sum[13],18,a[0]
-- kinds of logic (layout without fill, tap and decap cells) --
group      Yosys count  in the layout
buf+inv             20             48
fa+ha+maj           14             14
Power figures rest on the tool's default switching activity, not on a simulated workload.
