### flow/run.sh
#!/bin/bash
# OpenROAD 26Q1-2900-gdf79404cd8, Yosys 0.63+post, stock flow scripts
make -C /OpenROAD-flow-scripts/flow DESIGN_CONFIG=/design/flow/config.mk WORK_HOME=/design/flow/orfs finish
### flow/config.mk
export PLATFORM = sky130hd
export DESIGN_NAME = button_parser
export DESIGN_NICKNAME = button_parser
export VERILOG_FILES = /design/flow/design.v
export SDC_FILE = /design/flow/constraint.sdc
export NUM_CORES = 4
export LEC_CHECK = 1
export CORE_AREA = 10 10 110 110
export DIE_AREA = 0 0 120 120
### flow/constraint.sdc
current_design button_parser

set clk_period 3.4
set clk_io_pct 0.2

create_clock -name clk0 -period $clk_period [get_ports {clk}]

set non_clock_inputs [all_inputs -no_clocks]
set_input_delay [expr $clk_period * $clk_io_pct] -clock clk0 $non_clock_inputs
set_output_delay [expr $clk_period * $clk_io_pct] -clock clk0 [all_outputs]
### flow/design.v
`timescale 1ns/1ns
module button_parser #(
    parameter WIDTH = 1,
    parameter SAMPLE_CNT_MAX = 62500,
    parameter PULSE_CNT_MAX = 200
) (
    input clk,
    input [WIDTH-1:0] in,
    output [WIDTH-1:0] out
);
    wire [WIDTH-1:0] synchronized_signals;
    wire [WIDTH-1:0] debounced_signals;
    synchronizer # (
        .WIDTH(WIDTH)
    ) button_synchronizer (
        .clk(clk),
        .async_signal(in),
        .sync_signal(synchronized_signals)
    );
    debouncer # (
        .WIDTH(WIDTH),
        .SAMPLE_CNT_MAX(SAMPLE_CNT_MAX),
        .PULSE_CNT_MAX(PULSE_CNT_MAX)
    ) button_debouncer (
        .clk(clk),
        .glitchy_signal(synchronized_signals),
        .debounced_signal(debounced_signals)
    );
    edge_detector # (
        .WIDTH(WIDTH)
    ) button_edge_detector (
        .clk(clk),
        .signal_in(debounced_signals),
        .edge_detect_pulse(out)
    );
endmodule
`timescale 1ns/1ns
module debouncer #(
    parameter WIDTH              = 1,
    parameter SAMPLE_CNT_MAX     = 62500,
    parameter PULSE_CNT_MAX      = 200
) (
    input clk,
    input [WIDTH-1:0] glitchy_signal,
    output [WIDTH-1:0] debounced_signal
);
    localparam WRAPPING_CNT_WIDTH = $clog2(SAMPLE_CNT_MAX);
    localparam SAT_CNT_WIDTH      = $clog2(PULSE_CNT_MAX) + 1;
    reg [WRAPPING_CNT_WIDTH:0] pulse_cnt = 0;
    reg pulse;
    always @(posedge clk) begin
        pulse_cnt <= pulse_cnt + 10;
        if (pulse_cnt > SAMPLE_CNT_MAX) begin
            pulse <= 1'b1;
            pulse_cnt <= 0;
        end else begin
            pulse <= 1'b0;
        end
    end
    reg [SAT_CNT_WIDTH-1:0] saturating_counter [WIDTH-1:0];
    integer k;
    initial begin
        for (k = 0; k < WIDTH; k = k + 1) begin
            saturating_counter[k] = 0;
        end
    end
    genvar i;
    generate
        for (i = 0; i < WIDTH; i = i +1) begin : add_sat_cnter
            always @(posedge pulse) begin
                if (glitchy_signal[i]) begin  
                    if (saturating_counter[i] >= PULSE_CNT_MAX) begin
                        saturating_counter[i] <= saturating_counter[i];
                    end else begin
                        saturating_counter[i] <= saturating_counter[i] + 1;
                    end
                end else begin
                    saturating_counter[i] <= 0;
                end
            end
        end
    endgenerate
    generate
        for (i = 0; i < WIDTH; i = i + 1) begin : sig_assigning
            assign debounced_signal[i] = saturating_counter[i] >= PULSE_CNT_MAX ? 1'b1 : 1'b0;
        end
    endgenerate
endmodule
`timescale 1ns/1ns
module edge_detector #(
    parameter WIDTH = 1
)(
    input clk,
    input [WIDTH-1:0] signal_in,
    output reg [WIDTH-1:0] edge_detect_pulse
);  
    reg [WIDTH-1:0] past_signal_in;
    always @(posedge clk) begin
        past_signal_in <= signal_in;
        if (past_signal_in != signal_in && signal_in) begin
            edge_detect_pulse <= past_signal_in ^ signal_in;
        end else begin
            edge_detect_pulse <= 0;
        end
    end 
endmodule
`timescale 1ns/1ns
module synchronizer #(parameter WIDTH = 1) (
    input [WIDTH-1:0] async_signal,
    input clk,
    output [WIDTH-1:0] sync_signal
); 
    reg [WIDTH-1:0] ff1;
    reg [WIDTH-1:0] ff2;
    always @(posedge clk) begin
        ff1 <= async_signal;
        ff2 <= ff1;
    end
    assign sync_signal = ff2;
endmodule
==> results_dict.tcl <==
# collected from the flow reports
set metrics [dict create \
    remaining_drc_errors 0 \
    crit_fanout 16 \
    async_flop_share 0 \
    area_leaders "dfxtp_1 45%, xnor2_1 7.8%, a21oi_1 6.0%" \
    ys.flops 30 \
    htreeDepth 1 \
    r2r_slack_ns 1.67 \
    grt_pass1_wl_um 3500 \
    core_sq_um 9770 \
    grt_pass1_vias 778 \
    unclocked_regs 9 \
    dieArea_sq_um 14400 \
    tritoncts "built" \
    crit_path_end_kind "register" \
    dr.pass1.iters 4 \
    switching_share 0.315 \
    pin_count 3 \
    timing.hold.ws_ns 0.328 \
    fp.dieH_um 120 \
    cap_violations 0 \
    warning_count 28 \
    diodes 0 \
    fp_util 0.138 \
    clk_path_buf_depth 2 \
    antenna_found_initial 0 \
    period_used_share 0.507 \
    finalHoldViolCount 0 \
    switching_power_uw 195 \
    place.gp.congestion 0.854 \
    totalPowerFinal_uw 620 \
    cp.required_ns 3.60 \
    status "finished clean" \
    r2r-end "button_debouncer.pulse" \
    cp.arrival_ns 1.93 \
    nFillCells 1082 \
    crit_chain "nor4b_4 > o41ai_1 > o21ai_2 > and2_2" \
    cts_resized 0 \
    clk_pin_slew_ns 0.07 \
    grt_max_degree 17 \
    cp_slowest_stage_delay_ns 0.55 \
    synth_seq_share 0.447 \
    yosysTopAreaCellShare 0.447 \
    irDropWorstVdd_uv 202 \
    clkLatencyLatePin_ns 0.25 \
    synth_area_sq_um 1350 \
    num_vias 865 \
    tns_ns 0 \
    lay_top_count "dfxtp_1" \
    rsz0062_at_grt "false" \
    slew_headroom 0.503 \
    syn_inst 135 \
    finalMaxSlewViolations 0 \
    layout_top_cells "30 x dfxtp_1, 16 x a21oi_1, 12 x xnor2_1" \
    syn_avg_cell_area_sq_um 9.96 \
    timing_worst_setup_path_type "register to register" \
    yosys_area_sq_um 1350 \
    untimed_endpoints 10 \
    worst_pin_slew_ns 0.743 \
    fmax_mhz 580 \
    ant_nets 0 \
    hold_path.class "register to register" \
    ys_types 38 \
    leakagePower_nw 0.506 \
    power_frac_comb 0.182 \
    p_int_uw 425 \
    drt-initial-drc-count 31 \
    postCtsHoldBufs 0 \
    pwr-share-seq 0.562 \
    hold_end "button_synchronizer.ff2" \
    p_clk_frac 0.256 \
    rows 36 \
    setup_viol 0 \
    place_hpwl_um 1390 \
    power.density_nw_per_um2 400 \
    routedWlPerCell_um 7.40 \
    min-delay-start "button_synchronizer.ff1" \
    cp_slowest_cell "o21ai_2" \
    yosys_warnings 4 \
    final.setup_skew_ns 0.00609 \
    die_x_um 120 \
    period_needed_ns 1.73 \
    post-cts-setup-buffer-count 0 \
    ys.flop_type "dfxtp_1" \
    root_buffer "clkbuf_8" \
    cts_made_buffers 3 \
    synth-edff-count 0 \
    overflow 0 \
    reg2reg_from "button_debouncer.pulse_cnt[11]" \
    wirelength_um 2000 \
    layout-drive-gt1-share 0.0949 \
    startpoint_type "register" \
    synth_top_cell_by_area "dfxtp_1" \
    area_delta_synth_final_pct 15.3 \
    yosys_cells 135 \
    port_buffers 2 \
    routed_via_density 3.20 \
    grt.total_usage 0.0272 \
    hold_depth 0 \
    r2r_cells 4 \
]
==> state kept, by name, summed over array words and instances (netlist names) <==
register and flops:
button_synchronizer.ff1 1, button_debouncer.pulse 1, button_edge_detector.edge_detect_pulse 1, button_edge_detector.past_signal_in 1, button_debouncer.saturating_counter 9, button_synchronizer.ff2 1, button_debouncer.pulse_cnt 16
==> cell families (layout without fill, tap and decap cells) <==
logic type / after synthesis / after routing / synth area share
buffers and inverters: 9 / 11 / 0.0325
multiplexers: 3 / 3 / 0.0223
other: 1 / 1 / 0.00279
AND-OR/OR-AND: 26 / 26 / 0.130
AND/OR/NAND/NOR: 45 / 45 / 0.215
adder cells (fa/ha/maj): 5 / 5 / 0.0465
XOR/XNOR: 16 / 16 / 0.104
flip-flops: 30 / 30 / 0.447
==> per-layer routing <==
layer / wire length [um] / vias up / global-route usage
met5: 0 / - / 0
met4: 32 / 0 / 0.00603
met3: 46 / 2 / 0.00571
met2: 842 / 5 / 0.0416
met1: 1080 / 387 / 0.0388
li1: - / 471 / -
==> worst max path at each step <==
stage	startpoint	endpoint	slack (ns)	depth (start not counted)
4_1_cts	button_edge_detector.edge_detect_pulse	out[0]	1.69	1
5_1_grt	button_debouncer.pulse_cnt[11]	button_debouncer.pulse_cnt[1]	1.58	4
6_report	button_debouncer.pulse_cnt[11]	button_debouncer.pulse	1.67	4
==> metrics by stage <==
step / worst slack [ns] / instances / utilization / cell area [sq um]
2_1_floorplan: 2.01 / 135 / - / 1350
3_3_place_gp: 1.72 / 266 / 0.154 / 1510
3_5_place_dp: 1.72 / 266 / 0.154 / 1510
4_1_cts: 1.69 / 270 / 0.159 / 1550
5_1_grt: 1.58 / 270 / 0.159 / 1550
6_report: 1.67 / 270 / 0.159 / 1550
==> Yosys cell counts, types with 2 or more instances <==
library cell	number
nor2b_1	3
nand2_1	10
nor4b_2	2
dfxtp_1	30
mux2i_1	3
a21oi_1	16
nand3_1	3
ha_1	5
nor3_1	4
nor2_1	3
and3_1	2
xnor2_1	12
inv_1	5
nand4_1	5
xor2_1	4
and2_1	5
nand2b_1	2
==> power by group through the flow <==
stage,combinational [mW],clock (mW),sequential [mW]
final,0.113,0.159,0.349
after global routing,0.129,0.175,0.355
after CTS,0.112,0.167,0.348
==> critical path, delay by kind of cell, from the launching register on <==
family           cells  cell delay [ns]
AND-OR/OR-AND        2             0.69
AND/OR/NAND/NOR      2             0.60
flip-flops           1             0.38
==> final cells by class <==
cell class / count / area [sq um] / share of cell area
multi-input cells: 96 / 701 / 0.452
flip-flops and latches: 30 / 601 / 0.387
well taps: 133 / 166 / 0.107
clock buffers: 4 / 45.0 / 0.0290
repair buffers: 2 / 20.0 / 0.0129
inverters: 5 / 18.8 / 0.0121
Power and IR drop assume default switching activity.
